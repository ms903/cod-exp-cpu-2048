### design/flow/run.sh
#!/bin/bash
# OpenROAD 26Q1-2900-gdf79404cd8, Yosys 0.63+post, stock flow scripts
make -C /OpenROAD-flow-scripts/flow DESIGN_CONFIG=/design/flow/config.mk WORK_HOME=/design/flow/orfs finish
### design/flow/constraint.sdc
current_design LCD

set clk_period 5.6
set clk_io_pct 0.2

create_clock -name clk0 -period $clk_period [get_ports {clk_in}]

set non_clock_inputs [all_inputs -no_clocks]
set_input_delay [expr $clk_period * $clk_io_pct] -clock clk0 $non_clock_inputs
set_output_delay [expr $clk_period * $clk_io_pct] -clock clk0 [all_outputs]
### design/flow/design.v
module LCD(
    input clk_in,
    input rstn,
    input [15:0] sw_i,
    input [239:0] data_in,
    output LCD_PWR,      
    output reg LCD_CS,       
    output reg LCD_SCK,      
    output reg LCD_SDA,      
    output reg LCD_WR,       
    output reg LCD_RST,       
    output reg LCD_CLK,
    output reg render_en
);
    reg			[8:0]	reg_setxy	[12:0];
	reg			[8:0]	reg_init	[78:0];
    reg [15:0] colors [7:0];
	initial	 
		begin
			reg_setxy[0]	=	{1'b0,8'h2a};
			reg_setxy[1]	=	{1'b1,8'h00};
			reg_setxy[2]	=	{1'b1,8'h00};
			reg_setxy[3]	=	{1'b1,8'h00};
			reg_setxy[4]	=	{1'b1,8'hEF};
			reg_setxy[5]	=	{1'b0,8'h2b};
			reg_setxy[6]	=	{1'b1,8'h00};
			reg_setxy[7]	=	{1'b1,8'h00};
			reg_setxy[8]	=	{1'b1,8'h00};
			reg_setxy[9]	=	{1'b1,8'hEF};
			reg_setxy[10]	=	{1'b0,8'h29};
			reg_setxy[11]	=	{1'b0,8'h2c};
		end
	initial	 
		begin
            reg_init[0] =  {1'b0, 8'h11 };	   
            reg_init[1] =  {1'b0, 8'hCF  };
            reg_init[2] =  {1'b1, 8'h00  };
            reg_init[3] =  {1'b1, 8'hC1  };
            reg_init[4] =  {1'b1, 8'h30  };
            reg_init[5] =  {1'b0, 8'hED };
            reg_init[6] =  {1'b1, 8'h64 };
            reg_init[7] =  {1'b1, 8'h03 };
            reg_init[8] =  {1'b1, 8'h12 };
            reg_init[9] =  {1'b1, 8'h81 };
            reg_init[10] =  {1'b0, 8'hE8 };
            reg_init[11] =  {1'b1, 8'h85 };
            reg_init[12] =  {1'b1, 8'h10 };
            reg_init[13] =  {1'b1, 8'h78 };
            reg_init[14] =  {1'b0, 8'hCB };
            reg_init[15] =  {1'b1, 8'h39 };
            reg_init[16] =  {1'b1, 8'h2C };
            reg_init[17] =  {1'b1, 8'h00 };
            reg_init[18] =  {1'b1, 8'h34 };
            reg_init[19] =  {1'b1, 8'h02 };
            reg_init[20] =  {1'b0, 8'hF7 };
            reg_init[21] =  {1'b1, 8'h20 };
            reg_init[22] =  {1'b0, 8'hEA };
            reg_init[23] =  {1'b1, 8'h00 };
            reg_init[24] =  {1'b1, 8'h00 };
            reg_init[25] =  {1'b0, 8'hC0 };    
            reg_init[26] =  {1'b1, 8'h21 };   
            reg_init[27] =  {1'b0, 8'hC1 };    
            reg_init[28] =  {1'b1, 8'h11 };   
            reg_init[29] =  {1'b0, 8'hC5 };
            reg_init[30] =  {1'b1, 8'h2D };
            reg_init[31] =  {1'b1, 8'h33 };
            reg_init[32] =  {1'b0, 8'h36 };    
            reg_init[33] =  {1'b1, 8'h40 };   
            reg_init[34] =  {1'b0, 8'h3A};   
            reg_init[35] =  {1'b1, 8'h55}; 
            reg_init[36] =  {1'b0, 8'hB1 };
            reg_init[37] =  {1'b1, 8'h00 };
            reg_init[38] =  {1'b1, 8'h17 };
            reg_init[39] =  {1'b0, 8'hB6 };
            reg_init[40] =  {1'b1, 8'h0A };
            reg_init[41] =  {1'b1, 8'hA2 };
            reg_init[42] =  {1'b0, 8'hF6};    			
            reg_init[43] =  {1'b1, 8'h01}; 
            reg_init[44] =  {1'b1, 8'h30}; 
            reg_init[45] =  {1'b0, 8'hF2 };
            reg_init[46] =  {1'b1, 8'h00 };
            reg_init[47] =  {1'b0, 8'h26 };
            reg_init[48] =  {1'b1, 8'h01 };
            reg_init[49] =  {1'b0, 8'he0};  
            reg_init[50] =  {1'b1, 8'hd0};         
            reg_init[51] =  {1'b1, 8'h00}; 
            reg_init[52] =  {1'b1, 8'h02}; 
            reg_init[53] =  {1'b1, 8'h07}; 
            reg_init[54] =  {1'b1, 8'h0b}; 
            reg_init[55] =  {1'b1, 8'h1a}; 
            reg_init[56] =  {1'b1, 8'h31}; 
            reg_init[57] =  {1'b1, 8'h54}; 
            reg_init[58] =  {1'b1, 8'h40}; 
            reg_init[59] =  {1'b1, 8'h29}; 
            reg_init[60] =  {1'b1, 8'h12}; 
            reg_init[61] =  {1'b1, 8'h12}; 
            reg_init[62] =  {1'b1, 8'h12}; 
            reg_init[63] =  {1'b1, 8'h17};
            reg_init[64] =  {1'b0, 8'he1};  
            reg_init[65] =  {1'b1, 8'hd0}; 
            reg_init[66] =  {1'b1, 8'h00}; 
            reg_init[67] =  {1'b1, 8'h02}; 
            reg_init[68] =  {1'b1, 8'h07}; 
            reg_init[69] =  {1'b1, 8'h05}; 
            reg_init[70] =  {1'b1, 8'h25}; 
            reg_init[71] =  {1'b1, 8'h2d}; 
            reg_init[72] =  {1'b1, 8'h44}; 
            reg_init[73] =  {1'b1, 8'h45}; 
            reg_init[74] =  {1'b1, 8'h1c}; 
            reg_init[75] =  {1'b1, 8'h18}; 
            reg_init[76] =  {1'b1, 8'h16}; 
            reg_init[77] =  {1'b1, 8'h1c}; 
            reg_init[78] =  {1'b1, 8'h1d}; 
            colors[0] = 16'hFDB8;
            colors[1] = 16'h4810;
            colors[2] = 16'h001f;
            colors[3] = 16'h0410;
            colors[4] = 16'hFEA0;
            colors[5] = 16'hf410;
            colors[6] = 16'h8410;
            colors[7] = 16'hffff;
		end
    wire clk, clk_data, clk_trans;
    reg [31:0] clkdiv;
    reg [2:0] status;
    reg [2:0] status_ret;        
    reg [20:0] delay_ticks;
    reg [6:0] cnt;
    reg [8:0] data_write;
    reg [4:0] cnt_write;
    reg [31:0] cnt_delay;
    reg [4:0] cnt_init;
    reg [4:0] cnt_scan;
    reg high_half;
    reg [15:0] cnt_x;
    reg [15:0] cnt_y;
    reg [2:0] color_type;
    reg [240 - 1: 0] mask;
    always @(posedge clk_in or negedge rstn) begin
        if(~rstn)begin
            clkdiv <= 32'b0;
        end
        else clkdiv <= clkdiv + 1'b1;
    end
    assign clk = clk_in;
    always @ (posedge clk or negedge rstn) begin
        if(!rstn) begin
            status <= 3'b000;
        end
        else begin 
            case(status)
                3'b000: begin
                    mask <= {5'b1, 235'b0};
                    color_type <= 3'b0;
                    cnt_x <= 16'b0;
                    cnt_y <= 16'b0;
                    cnt_delay <= 32'b0;
                    cnt_write <= 5'b0;
                    data_write <= 9'b0;
                    cnt <= 7'b0;
                    cnt_init <= 5'b0;
                    cnt_scan <= 5'b0;
                    delay_ticks <= 21'b0;        
                    high_half <= 1'b1;
                    status <= 3'b001;
                    status_ret <= 3'b000;
                end
                3'b001: begin
                    case(cnt_init)
                        5'b00000: begin LCD_RST <= 1'b0; cnt_init <= cnt_init + 1'b1; end                            
                        5'b00001: begin delay_ticks <= 21'd1000; status <= 3'b100; status_ret <= 3'b001; cnt_init <= cnt_init + 1'b1; end          
                        5'b00010: begin LCD_RST <= 1'b1; cnt_init <= cnt_init + 1'b1; end                            
                        5'b00011: begin delay_ticks <= 21'd1000; status <= 3'b100; status_ret <= 3'b001; cnt_init <= cnt_init + 1'b1; end          
                        5'b00100: begin 
                                    if(cnt >= 7'd79) begin
                                        cnt <= 7'b0;                         
                                        cnt_init <= cnt_init + 1'b1;         
                                    end else begin
                                        data_write <= reg_init[cnt];
                                        if(cnt == 7'b0) delay_ticks <= 21'd1000;
                                        else delay_ticks <= 21'd0;
                                        cnt <= cnt + 1'b1;
                                        status <= 3'b010;
                                        status_ret <= 3'b001;
                                    end
                                end
                        5'b00101: begin cnt_init <= 5'b00000; status <= 3'b011; end
                    endcase
                end
                3'b011: begin
                    case(cnt_scan) 
                        5'b00000: begin  
                                if(cnt >= 12) begin
                                    cnt <= 7'b0;
                                    cnt_scan <= cnt_scan + 1'b1;
                                end else begin
                                    data_write <= reg_setxy[cnt];
                                    cnt <= cnt + 1'b1;
                                    delay_ticks <= 21'd0;
                                    status <= 3'b010;
                                    status_ret <= 3'b011;
                                end
                            end
                        5'b00001: begin
                                render_en <= 1'b1;       
                                delay_ticks <= 21'd2;
                                cnt_scan <= cnt_scan + 1'b1;
                                status <= 3'b100;
                                status_ret <= 3'b011;
                            end
                        5'b00010: begin
                                if(cnt_y >= 16'd480) begin
                                    cnt_y <= 16'b0;
                                    cnt_x <= cnt_x + 1'b1;
                                    if(cnt_x >= 16'd239) begin
                                        cnt_x <= 16'b0;
                                    end
                                    render_en <= 1'b1;       
                                    delay_ticks <= 21'd2;
                                    status <= 3'b100;
                                    status_ret <= 3'b011;
                                end else begin
                                    render_en <= 1'b0;
                                    if(high_half) data_write <= {1'b1, {data_in[cnt_y[15:1]] ? 8'hf4 : 8'h00}};
                                    else data_write <= {1'b1, {data_in[cnt_y[15:1]] ? 8'h10 : 8'h00}};
                                    high_half <= ~high_half;
                                    cnt_y <= cnt_y + 1'b1;
                                    delay_ticks <= 21'd0;
                                    status <= 3'b010;
                                    status_ret <= 3'b011;
                                end
                            end
                        default: begin status <= 3'b000; end
                    endcase
                end
                3'b010: begin
                    if(cnt_write >= 5'd17) cnt_write <= 5'b0;
                    else cnt_write <= cnt_write + 1'b1;
                    case(cnt_write)
                        5'b00000: begin LCD_WR <= data_write[8]; LCD_CS <= 1'b0; end
                        5'b00001: begin LCD_SCK <= 1'b0; LCD_SDA <= data_write[7]; end
                        5'b00010: begin LCD_SCK <= 1'b1;  end
                        5'b00011: begin LCD_SCK <= 1'b0; LCD_SDA <= data_write[6]; end
                        5'b00100: begin LCD_SCK <= 1'b1;  end
                        5'b00101: begin LCD_SCK <= 1'b0; LCD_SDA <= data_write[5]; end
                        5'b00110: begin LCD_SCK <= 1'b1;  end
                        5'b00111: begin LCD_SCK <= 1'b0; LCD_SDA <= data_write[4]; end
                        5'b01000: begin LCD_SCK <= 1'b1;  end
                        5'b01001: begin LCD_SCK <= 1'b0; LCD_SDA <= data_write[3]; end
                        5'b01010: begin LCD_SCK <= 1'b1;  end
                        5'b01011: begin LCD_SCK <= 1'b0; LCD_SDA <= data_write[2]; end
                        5'b01100: begin LCD_SCK <= 1'b1;  end
                        5'b01101: begin LCD_SCK <= 1'b0; LCD_SDA <= data_write[1]; end
                        5'b01110: begin LCD_SCK <= 1'b1;  end
                        5'b01111: begin LCD_SCK <= 1'b0; LCD_SDA <= data_write[0]; end
                        5'b10000: begin LCD_SCK <= 1'b1;  end
                        5'b10001: begin LCD_SCK <= 1'b0; status <= 3'b100; LCD_CS <= 1'b1;end           
                        default:  begin status <= 3'b000; end
                    endcase
                end
                3'b100: begin
                    if(cnt_delay >= delay_ticks) begin
                        status <= status_ret;
                        delay_ticks <= 21'b0;
                        cnt_delay <= 32'b0;
                    end
                    else cnt_delay <= cnt_delay + 1'b1;
                end
                default: begin status <= 3'b000; end
            endcase
        end
    end
    assign LCD_PWR = 1'b1;                                                                                                                                                                            
endmodule
### design/flow/config.mk
export PLATFORM = sky130hd
export DESIGN_NAME = LCD
export DESIGN_NICKNAME = LCD
export VERILOG_FILES = /design/flow/design.v
export SDC_FILE = /design/flow/constraint.sdc
export NUM_CORES = 4
export LEC_CHECK = 1
export CORE_UTILIZATION = 30
==> reports/qor.json <==
{
  "drt": {
    "total_drc_errors_in_the_routed_layout": 0,
    "m1WireLength_um": 11200,
    "dr_wl_met3_um": 2398,
    "avgViaCountPerCell": 5.207,
    "antenna_cells": 0,
    "postRouteWirelength_um": 25030,
    "routed-wl-met2_um": 11110,
    "drt_first_pass_iters": 5,
    "dr.first_iter.drc_count": 504,
    "routed.top_layer": "met5",
    "routed_wl_per_cell_um": 17.89,
    "drtAntennaViolNets": 0,
    "via_count": 7285
  },
  "grt": {
    "grt_first_pass_wirelength_um": 37880,
    "grt_pass1_vias": 6691,
    "gr-usage-all-layers": 0.1773,
    "antenna_found_initial": 1,
    "overflow": 0,
    "pin_count_of_the_biggest_net_entering_global_routing": 65
  },
  "worst_setup_path": {
    "critical-path-top-delay-family": "AND-OR/OR-AND gates",
    "worst_setup_path_startpoint": "rstn",
    "cp.arrival_ns": 4.77,
    "crit-reg2reg-launch": "cnt_scan[2]$_SDFFCE_PP0P_",
    "critical_path_depth": 11,
    "largest_fanout_on_the_critical_path": 13,
    "critical_path.cell_chain": "clkdlybuf4s50_1 -> nand2b_1 -> a221o_1 -> inv_1 -> mux2i_1 -> ha_1 -> o21ai_0 -> a21oi_1 -> nor3_1 -> a311oi_1 -> o2bb2ai_1",
    "timing.critical_path.slowest_stage_cell": "sky130_fd_sc_hd__mux2i_1",
    "worst-endpoint-required_ns": 5.87,
    "crit_path_max_incr_delay_ns": 0.68,
    "reg2reg_slack_ns": 1.51,
    "setup.worst_path.end_class": "flip-flop",
    "reg2regPathDepth": 11,
    "critPathBufInv": 2,
    "crit_path_start_kind": "input pin",
    "critPathKind": "in2reg"
  },
  "final_timing": {
    "timing.hold.ws_ns": 0.4369,
    "finalCriticalPeriod_ns": 4.496,
    "clock.fmax_mhz": 222.4,
    "slew_hr": 0.4275,
    "worst_pin_slew_ns": 0.8588,
    "final.setup.tns_ns": 0,
    "clock_skew_ns": 0.01029,
    "hold_viol_final": 0,
    "final-max-slew-violation-count": 0,
    "timing.final.crit_share": 0.8029,
    "timing.final.setup_violations": 0,
    "grt_setup_unrepaired": "no"
  },
  "clocking": {
    "ctsLongestPathBuffers": 2,
    "tritoncts.num_buffers": 9,
    "ctsHoldBuffers": 0,
    "worst_skew_pair.late_latency_ns": 0.35,
    "clock_tree.htree_level_count": 3,
    "tritoncts": "built",
    "post_cts.repair.setup_buffers": 0,
    "number_of_cells_upsized_or_downsized_after_cts": 0,
    "path_clk_slew_ns": 0.07,
    "numClockSinks": 108,
    "cell_at_the_root_of_the_clock_tree": "sky130_fd_sc_hd__clkbuf_16"
  },
  "yosys": {
    "synthDistinctLibCells": 82,
    "yosysWarnings": 2,
    "ys_async_sr_fraction": 0.02778,
    "syn-instance-count": 781,
    "synth_chip_area_mm2": 0.008434,
    "ys_seq_share": 0.3649,
    "synthFlopType": "sky130_fd_sc_hd__edfxtp_1",
    "yosys_cells": 781,
    "edf_count": 90,
    "syn_area_mm2": 0.008434,
    "yosys_register_bits": 108,
    "avgSynthCellArea_um2": 10.80
  },
  "status": {
    "run_status": "finished, final reports clean"
  },
  "power_and_ir_drop": {
    "p_leak_nw": 4.051,
    "max-vdd-ir-drop_mv": 0.1643,
    "power_density_mw_per_mm2": 370.2
  },
  "place": {
    "hpwl_um": 19540,
    "io_buffers": 247,
    "place.gp.congestion": 0.9032
  },
  "floorplan": {
    "num_io_pins": 266,
    "num_rows": 61,
    "chip_area_mm2": 0.02879,
    "core_region_area_mm2": 0.02771,
    "starting_density_of_the_core": 0.3044,
    "fp.dieW_um": 169.7,
    "die_h_um": 169.7
  },
  "layout": {
    "drive_above_1_share": 0.1234,
    "areaGrowthSynthToFinish_pct": 37.41
  },
  "flow_run": {
    "cap_viol_max_count": 0,
    "log.warning_count": 58
  },
  "min_path": {
    "holdCritPathClass": "reg2reg"
  }
}
metrics by stage:
step | cells | power, mW | area [um2] | setup WS, ns | utilization
2_1_floorplan | 809 | 3.007 | 8539 | 1.518 | -
3_3_place_gp | 1383 | 3.642 | 11290 | 0.8253 | 0.4075
3_5_place_dp | 1383 | 3.647 | 11290 | 0.8168 | 0.4075
4_1_cts | 1399 | 4.295 | 11590 | 1.175 | 0.4183
5_1_grt | 1399 | 4.592 | 11590 | 0.9123 | 0.4183
6_report | 1399 | 4.290 | 11590 | 1.104 | 0.4183
cells in the final DEF (no fill, tap or decap), types with 7 or more instances in the layout:
cell type	count
sky130_fd_sc_hd__and3_1	11
sky130_fd_sc_hd__nor2_1	81
sky130_fd_sc_hd__o21a_1	9
sky130_fd_sc_hd__mux2i_1	10
sky130_fd_sc_hd__nand2b_1	12
sky130_fd_sc_hd__nand2_1	55
sky130_fd_sc_hd__clkbuf_16	9
sky130_fd_sc_hd__o211ai_1	20
sky130_fd_sc_hd__o21ai_0	27
sky130_fd_sc_hd__conb_1	30
sky130_fd_sc_hd__inv_1	24
sky130_fd_sc_hd__mux4_2	74
sky130_fd_sc_hd__edfxtp_1	90
sky130_fd_sc_hd__a31oi_1	12
sky130_fd_sc_hd__nor4_1	9
sky130_fd_sc_hd__xnor2_1	9
sky130_fd_sc_hd__nor2b_1	7
sky130_fd_sc_hd__a21oi_1	37
sky130_fd_sc_hd__xor2_1	17
sky130_fd_sc_hd__o21ai_1	7
sky130_fd_sc_hd__buf_4	14
sky130_fd_sc_hd__ha_1	31
sky130_fd_sc_hd__nand3_1	28
sky130_fd_sc_hd__dfxtp_1	15
sky130_fd_sc_hd__clkdlybuf4s50_1	247
sky130_fd_sc_hd__nor3_1	13
worst reg2reg max path, delay by kind of cell, from the launching register on:
kind                     cells  cell delay [ns]
AND-OR/OR-AND                5             1.60
multiplexers                 1             0.68
adder cells (fa/ha/maj)      1             0.54
AND/OR/NAND/NOR              3             0.52
flip-flops                   1             0.47
buffers and inverters        1             0.19
layer usage:
layer / vias up / global-route usage
li1: 3484 / -
met1: 3493 / 0.2881
met2: 284 / 0.2450
met3: 22 / 0.05961
met4: 2 / 0.01802
met5: - / 0
worst min path at each step:
stage / start / end / cells past startpoint
final: data_write[8]$_DFFE_PP_ / LCD_WR$_DFFE_PP_ / 0
after global routing: data_write[8]$_DFFE_PP_ / LCD_WR$_DFFE_PP_ / 0
after CTS: data_write[8]$_DFFE_PP_ / LCD_WR$_DFFE_PP_ / 0
cell type report:
type                    instances  area (um2)
fillers                      2600       16120
multi-input cells             609        5044
flip-flops and latches        108        3078
repair buffers                262        2597
well taps                     378       473.0
clock buffers                   9       225.2
inverters                      26       97.59
clock inverters                 7       75.07
kinds of logic (layout without fill, tap and decap cells):
logic type,after synthesis,count (layout),synth area share
buffers and inverters,92,304,0.04955
adder cells (fa/ha/maj),31,31,0.04599
AND/OR/NAND/NOR,252,252,0.1486
AND-OR/OR-AND,183,183,0.1495
flip-flops,108,108,0.3649
multiplexers,87,87,0.2135
other,2,30,0.0008904
XOR/XNOR,26,26,0.02700
synthesized netlist by cell type, types with 15 or more instances:
cell type	instances	area, um2
sky130_fd_sc_hd__inv_1	24	90.09
sky130_fd_sc_hd__o211ai_1	20	150.1
sky130_fd_sc_hd__mux4_2	74	1667
sky130_fd_sc_hd__nand3_1	28	140.1
sky130_fd_sc_hd__buf_2	22	110.1
sky130_fd_sc_hd__xor2_1	17	148.9
sky130_fd_sc_hd__a21oi_1	37	185.2
sky130_fd_sc_hd__edfxtp_1	90	2703
sky130_fd_sc_hd__dfxtp_1	15	300.3
sky130_fd_sc_hd__ha_1	31	387.9
sky130_fd_sc_hd__nand2_1	55	206.5
sky130_fd_sc_hd__clkbuf_1	32	120.1
sky130_fd_sc_hd__nor2_1	81	304.0
sky130_fd_sc_hd__o21ai_0	27	135.1
power by group:
group	switching, mW	internal [mW]	leakage (nW)
logic	1.31	1.00	2.89
clock network	0.286	0.349	0.140
registers	0.176	1.16	1.02
total	1.78	2.51	4.05
Power figures rest on the tool's default switching activity, not on a simulated workload.
